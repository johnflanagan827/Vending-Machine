==> /design/flow/design.v <==
module bin_to_bcd(
    input [9:0] bin,
    output reg [15:0] bcd
    );
    integer i;
    always @(bin)
		begin
			bcd = 0;
         for (i = 0; i < 10; i = i + 1) 
				begin
					bcd = {bcd[14:0],bin[9-i]};      
               if(i < 9 && bcd[3:0] >= 5)
						bcd[3:0] = bcd[3:0] + 4'd3;
               if(i < 9 && bcd[7:4] >= 5)
						bcd[7:4] = bcd[7:4] + 4'd3;
               if(i < 9 && bcd[11:8] >= 5)
						bcd[11:8] = bcd[11:8] + 4'd3;
					if(i < 9 && bcd[15:12] >= 5)
						bcd[15:12] = bcd[15:12] + 4'd3;
				end
      end
endmodule
==> /design/flow/run.sh <==
#!/bin/bash
# OpenROAD 26Q1-2900-gdf79404cd8, Yosys 0.63+post, stock flow scripts
make -C /OpenROAD-flow-scripts/flow DESIGN_CONFIG=/design/flow/config.mk WORK_HOME=/design/flow/orfs finish
==> /design/flow/config.mk <==
export PLATFORM = sky130hd
export DESIGN_NAME = bin_to_bcd
export DESIGN_NICKNAME = bin_to_bcd
export VERILOG_FILES = /design/flow/design.v
export SDC_FILE = /design/flow/constraint.sdc
export NUM_CORES = 4
export LEC_CHECK = 1
export CORE_AREA = 10 10 70 70
export DIE_AREA = 0 0 80 80
==> /design/flow/constraint.sdc <==
current_design bin_to_bcd

set clk_period 9.1
set clk_io_pct 0.2

create_clock -name clk0 -period $clk_period

set non_clock_inputs [all_inputs -no_clocks]
set_input_delay [expr $clk_period * $clk_io_pct] -clock clk0 $non_clock_inputs
set_output_delay [expr $clk_period * $clk_io_pct] -clock clk0 [all_outputs]
==> run_results.csv <==
group,metric,value,unit
run_status,status,"finished with violations",
run_status,violations,"setup timing",
critical_path,arrival,7.49,ns
final_timing,tightest_slew,0.627,ns
place,io_buffers,21,
route,dr.pass1.iters,4,
place,gp_congestion,0.890,
yosys,syn-cell-area,1720,um2
global_route,globalRouteTotalUtil,16.8,%
yosys,synthAdderAreaFrac,10.1,%
yosys,yosys.area_share.simple,31.0,%
global_route,grt_max_degree,21,
final_timing,rsz0062_at_grt,"yes",
cells_and_area,clkbuf_count,0,
critical_path,slowest_delay,0.50,ns
global_route,grt_pass1_wl,9510,um
final_timing,setup_viol,8,
critical_path,cp_slowest_cell,"or4_4",
floorplan,io_pins,26,
yosys,largest_area_cell,"ha_1",
cells_and_area,final-instance-count-excl-fill,392,
cells_and_area,final_layout_size_suffix_gt1_share,46.8,%
critical_path,cp_max_fo,3,
yosys,yosysCellCount,248,
route,drt-initial-drc-count,103,
final_timing,final_max_slew_viol_count,0,
power,power,0.000849,W
route,routed_via_density,5.66,
floorplan,die_w,80,um
route,antenna-diode-count,0,
route,wl,5230,um
flow_run,warning_count,40,
yosys,ys_seq_share,0,%
floorplan,num_rows,21,
cells_and_area,final_area,2840,um2
yosys,synth_warnings,1,
place,place_inst,371,
place,place_area,2570,um2
global_route,grt_remaining_overflow,0,
cells_and_area,ff_count,0,
yosys,top_area_share,9.48,%
power,ir_drop,0.311,mV
floorplan,fp-utilization,50.2,%
critical_path,crit_type,"input port to primary output",
floorplan,die_area,6400,um2
yosys,synthTopCellsByArea,"ha_1, a21oi_1, mux2i_1",
critical_path,required,7.28,ns
flow_run,max_cap_viol_count,0,
yosys,yosys-top-cells-count,"nor2_1, a21oi_1, nand2_1, ha_1",
global_route,antenna_found_initial,0,
final_timing,finalCritPeriodShare,102,%
power,p_per_area,300,nW/um2
yosys,synth.distinct_cells,80,
critical_path,worst_setup_path_end_kind,"primary output",
final_timing,setup_slack,-0.212,ns
floorplan,core,3420,um2
yosys,xor_share,4.01,%
place,dpl.hpwl,3820,um
hold_path,hp-class,"input port to primary output",
critical_path,worstSetupStartpointType,"input port",
final_timing,maxSlewHeadroom,58.1,%
yosys,aoi_share,38.7,%
final_timing,fmax,107,MHz
global_route,grt_pass1_vias,2174,
power,p_leak,1.24,nW
yosys,ys_top_logic_family,"AND-OR/OR-AND gates",
route,drc,0,
route,routedWlPerCell,13.3,um
yosys,ys_area,1720,um2
yosys,syn_inst,248,
route,drt.antenna.violating_nets,0,
final_timing,hold_violations,0,
cells_and_area,area_delta_synth_final,65.3,%
cells_and_area,ff_latch_area,0,um2
yosys,ys_sh_mux,8.02,%
yosys,syn_avg_cell_area,6.92,um2
yosys,most_common_cell,"nor2_1",
final_timing,fin_crit,9.31,ns
floorplan,die_y,80,um
route,vias,2220,
critical_path,cp_common_cell,"ha_4",
cells_and_area,fillers,212,
path summary, 6_finish.rpt:
path / depth (start not counted) / start / to / slack, ns
worst max-delay path: 32 / bin[7] / bcd[8] / -0.21
worst min-delay path: 0 / bin[0] / bcd[0] / 3.64
cell usage in the layout (no fill, tap or decap), types with 4 or more instances in the layout:
cell type	Yosys	layout
a21oi_1	18	14
buf_2	2	6
nand3_1	8	8
inv_2	2	4
nor3_1	11	10
ha_4	0	8
nor2b_1	6	5
nand2_1	15	14
clkdlybuf4s50_1	0	10
o21ai_1	6	6
buf_4	5	89
mux2i_1	9	9
nand2b_1	11	9
o21ai_0	10	7
o22ai_1	4	4
inv_1	9	6
nor2_1	23	21
power by group:
part | total, W | switching (W) | leakage [nW] | internal [W]
logic | 0.000849 | 0.000363 | 1.24 | 0.000487
clock network | 0 | 0 | 0 | 0
registers | 0 | 0 | 0 | 0
layer usage:
| layer | share of wire, % | GRT usage (%) | vias up |
|---|---|---|---|
| met5 | 0 | 0 | - |
| met4 | 0.25 | 1.06 | 0 |
| met3 | 4.1 | 1.25 | 2 |
| met2 | 45 | 27.3 | 44 |
| met1 | 51 | 24.4 | 1034 |
| li1 | - | - | 1140 |
stage by stage:
stage / setup WS [ns] / TNS, ns / hold slack, ns / utilization, %
after global placement: -0.949 / -7.22 / 3.64 / 75.2
after detailed placement: -1.07 / -8.46 / 3.64 / 75.2
after global routing: -0.559 / -3.59 / 3.64 / 83.0
after CTS: -0.162 / -0.305 / 3.64 / 81.6
final: -0.212 / -0.658 / 3.64 / 83.0
after floorplan: -0.382 / -1.38 / 3.71 / -
critical path: cells and delay by family:
kind / cells / cell delay (ns)
compound gates: 9 / 1.88
simple gates: 8 / 1.73
fa+ha+maj: 6 / 0.96
buf+inv: 6 / 0.55
xor+xnor: 3 / 0.53
cell families after synthesis:
logic type,after synthesis
compound gates,88
xor+xnor,7
fa+ha+maj,14
buf+inv,27
mux,13
other cells,1
simple gates,98
area by class of cell:
type                       instances  area (um2)  share of cell area [%]
tap                               46        57.6                    2.03
multi-input combinational        223        1870                    65.9
inverter                          11        45.0                    1.59
timing repair buffer             112         863                    30.5
what timing repair did:
item,in CTS,in global routing
buffers inserted,19,3
pin swaps,30,16
setup endpoints to repair,12,12
gates resized,49,11
hold buffers,0,0
Power figures rest on the tool's default switching activity, not on a simulated workload.
