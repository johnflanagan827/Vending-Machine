===== ./design.v =====
module greedy (
	input clk,
	input reset,
	input [9:0] change,
	output reg [3:0] quarters,
	output reg [3:0] dimes,
	output reg [3:0] nickels,
	output reg [3:0] pennies
	);
	reg [9:0] current_change;
	initial begin
		current_change = 0;
		quarters = 0;
		dimes = 0;
		nickels = 0;
		pennies = 0;
	end
	always @(posedge clk) begin
		if (~reset) begin
			current_change = 0;
			quarters = 0;
			dimes = 0;
			nickels = 0;
			pennies = 0;
		end 
		if(change[9] == 0) begin
			if (current_change + 25 <= change) begin
				current_change <= current_change + 10'd25;
				quarters <= quarters + 1'b1;
			end
			else if (current_change + 10 <= change) begin
				current_change <= current_change + 10'd10;
				dimes <= dimes + 1'b1;
			end
			else if (current_change + 5 <= change) begin
				current_change <= current_change + 10'd5;
				nickels <= nickels + 1'b1;
			end
			else if (current_change + 1 <= change) begin
				current_change <= current_change + 10'd1;
				pennies <= pennies + 1'b1;
			end
		end
		else begin
			quarters = 0;
			dimes = 0;
			nickels = 0;
			pennies = 0;
		end
	end
endmodule

===== ./run.sh =====
#!/bin/bash
# OpenROAD 26Q1-2900-gdf79404cd8, Yosys 0.63+post, stock flow scripts
make -C /OpenROAD-flow-scripts/flow DESIGN_CONFIG=/design/flow/config.mk WORK_HOME=/design/flow/orfs finish

===== ./config.mk =====
export PLATFORM = sky130hd
export DESIGN_NAME = greedy
export DESIGN_NICKNAME = greedy
export VERILOG_FILES = /design/flow/design.v
export SDC_FILE = /design/flow/constraint.sdc
export NUM_CORES = 4
export LEC_CHECK = 1
export CORE_UTILIZATION = 50

===== ./constraint.sdc =====
current_design greedy

set clk_period 7.1
set clk_io_pct 0.2

create_clock -name clk0 -period $clk_period [get_ports {clk}]

set non_clock_inputs [all_inputs -no_clocks]
set_input_delay [expr $clk_period * $clk_io_pct] -clock clk0 $non_clock_inputs
set_output_delay [expr $clk_period * $clk_io_pct] -clock clk0 [all_outputs]

==> qor.csv <==
stage,metric,value,unit
status,status,"finished, final reports clean",
worst_hold_path,holdPathStages,2,
global_routing,grt_overflow,0,
clocking,cts_max_level,1,
flow_run,warnings,27,
clocking,holdBufCountCts,0,
synthesis,flop_cell,dfxtp_1,
worst_setup_path,start_kind,input port,
final_timing,tns,0,ps
final_timing,period_needed,5720,ps
final_timing,fin_crit_sh,0.806,
clocking,worstSkewPairLatency,270,ps
drt,vias,3214,
power_and_ir_drop,leakage,1.50,nW
synthesis,yosysChipArea,3240,µm²
placed_design,dpl.hpwl,7270,µm
clocking,cts.repair.resized,0,
clocking,cts_sinks,26,
floorplan,row_count,28,
drt,ant_nets,0,
synthesis,async_flop_share,0,
floorplan,die_w,82.4,µm
synthesis,synth-warning-count,1,
worst_setup_path,r2r_end,current_change[5],
synthesis,edf_count,0,
final_timing,clock_skew,5.86,ps
power_and_ir_drop,ir_drop,0.125,mV
clocking,postCtsSetupBuffers,0,
cells_and_area,layout_top_cells,"nand2_1, ha_1, nor2_1",
final_timing,tightest_slew,872,ps
final_timing,rsz0062_at_grt,false,
worst_setup_path,ff2ff_path_depth,15,
synthesis,ys.flops,26,
final_timing,timing.fmax,0.175,GHz
final_timing,finalSetupViolCount,0,
synthesis,top_area_frac,0.161,
placed_design,pre_cts_slack,1170,ps
floorplan,dieHeight,82.4,µm
floorplan,chipArea,6800,µm²
synthesis,synth_cell_type_count,61,
clocking,cts_tree,built,
placed_design,gp_routability_congestion,1.04,
drt,drt-total-wl,9350,µm
cells_and_area,drive_gt1_frac,0.0412,
final_timing,slew_headroom,0.418,
synthesis,area_leaders,"dfxtp_1, ha_1, xnor2_1",
synthesis,ys_cells,425,
drt,antennaDiodeCount,0,
final_timing,finalHoldViolations,0,
drt,drc_errors,0,
synthesis,synthCells,425,
worst_hold_path,holdPathEnd,dimes[3],
clocking,clkTransAtPathRegs,90,ps
drt,routed_via_density,6.28,
global_routing,grt_first_pass_wirelength,14900,µm
worst_setup_path,setup.worst_path.class,input port to flop,
clocking,cts_buffer_depth,2,
floorplan,ios,28,
synthesis,syn_area,3240,µm²
floorplan,fp-utilization,0.531,
flow_run,drv_cap,0,
worst_setup_path,crit_fanout,22,
synthesis,syn_area_per_cell,7.61,µm²
synthesis,ys_seq_share,0.161,
global_routing,grt_pass1_vias,2861,
final_timing,setup_slack,1380,ps
final_timing,report.final.slew_viol_count,0,
drt,drt-pass1-iter-count,6,
synthesis,yosys.area.top_type,dfxtp_1,
global_routing,grt_max_degree,40,
power_and_ir_drop,powerDensity,174,nW/µm²
worst_setup_path,r2r_slack,2690,ps
worst_hold_path,holdCritStartpoint,dimes[3],
placed_design,port_buffers,27,
worst_setup_path,required,7250,ps
cells_and_area,syn_to_final_growth,10.4,%
drt,wl_per_cell,18.3,µm
cells_and_area,n_fill_cell,587,
global_routing,grt_usage,0.301,
floorplan,core,6100,µm²
clocking,cts.root.buffer_cell,clkbuf_8,
worst_setup_path,crit_arrival,5870,ps
worst_setup_path,endpoint_kind,flop,
drt,first_iter_violations,312,
worst_hold_path,min_path_type,flop to flop,
global_routing,antenna_found_initial,0,
worst_setup_path,timing.rr.start,current_change[0],
clocking,numCtsBuffers,3,
## power by group
part           internal [mW]  switching [mW]  leakage [nW]
combinational          0.131           0.196          1.26
sequential             0.161          0.0361         0.213
clock                 0.0497          0.0499        0.0288
total                  0.341           0.282          1.50
## state kept, by name (all words and copies together) (netlist names)
signal / flops
dimes: 4
pennies: 4
nickels: 4
quarters: 4
current_change: 10
## cell families (layout without fill, tap and decap cells)
logic type | after synthesis | count (layout) | share of synthesized area
buffers and inverters | 46 | 58 | 0.0603
XOR/XNOR | 36 | 36 | 0.0974
AND-OR/OR-AND | 102 | 102 | 0.230
adder cells (fa/ha/maj) | 41 | 41 | 0.159
AND/OR/NAND/NOR | 169 | 169 | 0.277
multiplexers | 5 | 5 | 0.0159
flip-flops | 26 | 26 | 0.161
## through the flow
| step | utilization | instance area [µm²] | power, mW | hold slack, ps | instances |
|---|---|---|---|---|---|
| 6_report | 0.586 | 3570 | 0.623 | 532 | 512 |
| 5_1_grt | 0.586 | 3570 | 0.666 | 576 | 512 |
| 4_1_cts | 0.586 | 3570 | 0.617 | 532 | 512 |
| 3_5_place_dp | 0.577 | 3520 | 0.517 | 511 | 508 |
| 3_3_place_gp | 0.577 | 3520 | 0.517 | 502 | 508 |
| 2_1_floorplan | - | 3240 | 0.436 | 463 | 425 |
## final cells by class
class | count | area [µm²] | area share
clock buffers | 4 | 55.1 | 0.0154
inverters | 24 | 90.1 | 0.0252
multi-input cells | 353 | 2520 | 0.705
flip-flops and latches | 26 | 520 | 0.146
well taps | 75 | 93.8 | 0.0263
repair buffers | 30 | 293 | 0.0820
## per-layer routing
metal / up-vias / global-route usage / routed length (µm)
met5: - / 0 / 0
met4: 0 / 0.0702 / 210
met3: 19 / 0.0535 / 846
met2: 151 / 0.421 / 3760
met1: 1454 / 0.475 / 4540
li1: 1590 / - / -
## cells in the mapped netlist, types with 3 or more instances
cell / count
nand4b_1: 3
nor3_1: 12
a221oi_1: 3
and2_1: 11
o211ai_1: 3
nor2_1: 36
a21oi_1: 23
nand3_1: 15
dfxtp_1: 26
inv_1: 24
ha_1: 41
a211oi_1: 11
buf_4: 3
mux2i_1: 4
a211o_1: 4
a22oi_1: 3
a21o_1: 10
xor2_1: 5
and3_1: 16
nand2_1: 41
o21ai_0: 8
nand4_1: 9
buf_2: 9
xnor2_1: 31
a311oi_1: 3
o21a_1: 7
nand2b_1: 4
and4_1: 5
clkbuf_1: 10
o31ai_1: 3
## worst max-delay path, cell delays in order
cell             delay, ps
clkdlybuf4s50_1        480
nand2_1                190
inv_1                   90
ha_1                   320
a211oi_1               660
nor3_1                 100
o21ai_0                250
inv_1                   70
ha_1                   310
a21o_1                 180
a211oi_1               440
o32ai_4                180
nand2_2                420
o311ai_0               300
o31ai_1                310
a22oi_1                130
## worst max-delay path by stage
stage	startpoint	to	slack, ps	cells after the start
6_report	reset	current_change[5]	1380	16
5_1_grt	reset	current_change[5]	1010	16
4_1_cts	reset	current_change[5]	1400	16
Power figures rest on the tool's default switching activity, not on a simulated workload.
