## /design/flow/config.mk

```make
export PLATFORM = sky130hd
export DESIGN_NAME = prog_calculator
export DESIGN_NICKNAME = prog_calculator
export VERILOG_FILES = /design/flow/design.v
export SDC_FILE = /design/flow/constraint.sdc
export NUM_CORES = 4
export LEC_CHECK = 1
export CORE_UTILIZATION = 40
```

## /design/flow/constraint.sdc

```tcl
current_design prog_calculator

set clk_period 9.3
set clk_io_pct 0.2

create_clock -name clk0 -period $clk_period [get_ports {clk}]

set non_clock_inputs [all_inputs -no_clocks]
set_input_delay [expr $clk_period * $clk_io_pct] -clock clk0 $non_clock_inputs
set_output_delay [expr $clk_period * $clk_io_pct] -clock clk0 [all_outputs]
```

## /design/flow/design.v

```verilog
module alu (
   input       [9:0] a,
   input       [9:0] b,
   input       [3:0] imm4,
   input       [2:0] op,
   output reg  [9:0] y
   );
   always @(*)
		case (op)
			0: y = a + b; 
			1: y = a - b;
			2: y = a & b;
			3: y = a | b;
			4: y = ~a;
			5: y = a << b;
			6: y = a >> b;
			7: y = {6'b0, imm4};
		endcase
endmodule
module calculator (
   input        clk,
   input  [2:0] op,
   input  [3:0] rw,
   input  [3:0] ra,
   input  [3:0] rb,
   input  [3:0] imm4,
	output [9:0] paid
   );
	wire [9:0] a0;
	wire [9:0] b0;
	wire [9:0] y0;
   regfile regfile_0 (
      .clk     (clk),
      .ra      (ra),
      .rb      (rb),
      .din     (y0),
      .rw      (rw),
      .douta   (a0),
      .doutb   (b0),
		.dout_r4 (paid)
   );
   alu alu_0 (
      .a       (a0),
      .b       (b0),
      .imm4    (imm4),
      .op      (op),
      .y       (y0)
   );
endmodule
module inst_rom100s (
   input    [2:0]  addr,
   output   [18:0] dout
   );
   reg [18:0] mem [0:15];
   initial begin
		mem[0] = 19'h7f000;  
		mem[1] = 19'h72006;  
		mem[2] = 19'h73004; 
		mem[3] = 19'h52230;
		mem[4] = 19'h32230;
		mem[5] = 19'h04240;  
		mem[6] = 19'h7f000;  
   end
	assign dout = mem[addr];
endmodule
module inst_rom10s (
   input    [2:0]  addr,
   output   [18:0] dout
   );
   reg [18:0] mem [0:15];
   initial begin
		mem[0]  = 19'h7f000;  
		mem[1]  = 19'h7100a;  
		mem[2]  = 19'h04140;  
		mem[3]  = 19'h7f000;  
   end
	assign dout = mem[addr];
endmodule
module inst_rom1s (
   input    [2:0]  addr,
   output   [18:0] dout
   );
   reg [18:0] mem [0:15];
   initial begin
		mem[0]  = 19'h7f000;  
      mem[1]  = 19'h70001;  
		mem[2]  = 19'h04040;  
		mem[3]  = 19'h7f000;  
   end
	assign dout = mem[addr];
endmodule
module inst_romreset (
   input    [2:0]  addr,
   output   [18:0] dout
   );
   reg [18:0] mem [0:15];
   initial begin
		mem[0]  = 19'h7f000;  
		mem[1]  = 19'h74000;  
		mem[2]  = 19'h7f000;  
   end
	assign dout = mem[addr];
endmodule
module prog_calculator (
   input        clk,
   input        reset,
	input  [2:0] rom_num,
	output [9:0] paid
   );
	wire [2:0]  pc0;
	wire [18:0] inst0;
	wire [2:0]  pc1;
	wire [18:0] inst1;
	wire [2:0]  pc2;
	wire [18:0] inst2;
	wire [2:0]  pc3;
	wire [18:0] inst3;
	reg  [18:0] result_inst;
	prog_counter10s prog_counter_0 (
      .clk        (clk),
      .reset      (reset),
      .q          (pc0)
   );
   inst_rom1s rom_0 (
      .addr    (pc0),
      .dout    (inst0)
   );
	prog_counter10s prog_counter_1 (
      .clk        (clk),
      .reset      (reset),
      .q          (pc1)
   );
   inst_rom10s rom_1 (
      .addr    (pc1),
      .dout    (inst1)
   );
	prog_counter100s prog_counter_2 (
      .clk        (clk),
      .reset      (reset),
      .q          (pc2)
   );
   inst_rom100s rom_2 (
      .addr    (pc2),
      .dout    (inst2)
   );
	prog_counterreset prog_counter_3 (
      .clk        (clk),
      .reset      (reset),
      .q          (pc3)
   );
   inst_romreset rom_3 (
      .addr    (pc3),
      .dout    (inst3)
   );
	always @(*) begin
		if (rom_num == 0)
			result_inst = inst0;
		else if (rom_num == 1)
			result_inst = inst1;
		else if (rom_num == 2)
			result_inst = inst2;
		else if (rom_num == 3)
			result_inst = inst3;
		else
			result_inst = 19'h7f000;
	end		
   calculator calculator_0 (
      .clk     (clk),
      .op      (result_inst[18:16]),
      .rw      (result_inst[15:12]),
      .ra      (result_inst[11:8] ),
      .rb      (result_inst[7:4]  ),
      .imm4    (result_inst[3:0]  ),
		.paid    (paid)
   );
endmodule
module prog_counter100s (
   input             clk,
	input             reset,
   output reg [2:0]  q
   ); 
	always @(posedge clk)
		if (reset)
			q <= 0;
		else if (q < 6)
			q <= q + 1;
endmodule
module prog_counter10s (
   input             clk,
	input             reset,
   output reg [2:0]  q
   ); 
	always @(posedge clk)
		if (reset)
			q <= 0;
		else if (q < 3)
			q <= q + 1;
endmodule
module prog_counterreset (
   input             clk,
	input             reset,
   output reg [2:0]  q
   ); 
	always @(posedge clk)
		if (reset)
			q <= 0;
		else if (q < 2)
			q <= q + 1;
endmodule
module regfile (
   input        clk,
   input  [3:0] rw,
   input  [3:0] ra,
   input  [3:0] rb,
   input  [9:0] din,
   output [9:0] douta,
   output [9:0] doutb,
	output [9:0] dout_r4
   );
   reg [9:0] reg_array [0:15];
	always @(posedge clk)
		reg_array[rw] <= din;
	assign douta   = reg_array[ra];
	assign doutb   = reg_array[rb];
	assign dout_r4 = reg_array[4];
endmodule
```

## /design/flow/run.sh

```bash
#!/bin/bash
# OpenROAD 26Q1-2900-gdf79404cd8, Yosys 0.63+post, stock flow scripts
make -C /OpenROAD-flow-scripts/flow DESIGN_CONFIG=/design/flow/config.mk WORK_HOME=/design/flow/orfs finish
```

==> flow_summary.toml <==
# flow metrics
[synthesis]
synthArstFlopShare = 0
edf_count = 60
yosys.cell_types.count = 67
yosys_cells = 559
yosys_warnings = 10
syn_area_per_cell_um2 = 10.2
synth_area_um2 = 5690
ys_seq_frac = 0.436
flop_cell = "edfxtp_1"
numSynthFlops = 94
ys_area_um2 = 5690
synth_cells = 559

[min_path]
hold_depth = 2
worstHoldPathType = "reg2reg"
hp-start = "prog_counter_3.q[2]"

[worst_setup_path]
startpoint = "rom_num[1]"
cp-start-kind = "input port"
r2r_slack_ps = 4470
worstSetupEndpointType = "register"
r2r_cells = 14
critPathMaxFanout = 22
worst-setup-path-type = "in2reg"
r2r-start = "inst1[8]"
critPathArrivalTime_ps = 7160
cp_data_required_time_ps = 9290

[clock_tree]
cts_tree = "yes"
ctsRootBufferMaster = "clkbuf_16"
ctsResizeCount = 0
cts_setup_buffers = 0
cts_hold_buf = 0
cts_sinks = 94
clk_pin_slew_ps = 60
htreeDepth = 3
clock_path_buffers = 2
cts_made_buffers = 9
clk-insertion-delay-late_ps = 340

[global_route]
grt_antenna_before_repair = 0
grt.overflow.total = 0
grtUsageTotal = 0.218
grt_pass1_wl_um = 23200
grt_max_degree = 23
grt_pass1_vias = 4205

[route]
drc = 0
vias = 4444
wl_met2_um = 6810
drt-met1-wl_um = 6320
wl_met3_um = 1320
antenna_cells = 0
wl_um = 14800
vias_per_cell = 5.82
first_pass_iters = 7
routedWlPerCell_um = 19.4
ant_nets = 0
drtIter0Drc = 355
maxUsedRoutingLayer = "met4"

[final_layout]
drive_above_1_share = 0.111
n_fill_cell = 1307
synthToLayoutAreaGrowth_pct = 10.9
fin_util = 0.455

[pwr]
p_sw_mw = 0.298
seqPwrFrac = 0.493
ir_drop_uv = 123
powerDensity_nw_per_um2 = 167
pwr-share-clk = 0.311
power.internal_mw = 0.759
p_leak_nw = 2.33
switching_share = 0.282
combPwrFrac = 0.196

[final_timing]
hold_viol = 0
relSlewSlack = 0.330
setup_viol = 0
skew_ps = 10.8
rsz0062_at_grt = "no"
fin_crit_ps = 7170
fin_ws_ps = 2130
clock.fmax_ghz = 0.139
tns_ps = 0
tightest_slew_ps = 977
period_used_share = 0.771
slew_viol_final = 0

[floorplan]
core_um2 = 13900
fp-utilization = 0.410
chipArea_um2 = 14700
fp.dieH_um = 121
core.rowCount = 43
die_x_um = 121
ios = 15

[placed_design]
gp_congestion = 0.980
dp_slack_ps = 1890
io_buffers = 14
hpwl_um = 10900

[status]
status = "complete, no violations"

[job]
tool_warnings = 31
max_cap_violations = 0
-- power by group through the flow --
stage | Combinational, mW | Clock (mW) | Sequential, mW
after CTS | 0.207 | 0.338 | 0.521
after global routing | 0.232 | 0.354 | 0.527
final | 0.207 | 0.329 | 0.521
-- area by class of cell --
class | count | area [um^2] | area share
multi-input combinational | 409 | 2940 | 0.466
sequential | 94 | 2480 | 0.393
timing repair buffer | 32 | 275 | 0.0436
clock buffer | 11 | 233 | 0.0369
tap | 180 | 225 | 0.0357
inverter | 32 | 120 | 0.0190
clock inverter | 5 | 36.3 | 0.00575
-- worst max-delay path: stages --
cell and delay (ps):
clkdlybuf4s50_1 1000, and4bb_2 850, mux2i_1 260, mux2_2 420
inv_1 460, nor3_1 450, o21bai_1 180, xor2_1 170
ha_1 270, or3_1 340, o21ai_0 70, a21oi_1 90
a31oi_1 300, xnor2_1 160, o221ai_1 240
-- cells in the mapped netlist, types with 2 or more instances --
master,count,share of area
a32oi_1,2,0.0031
xnor2_1,12,0.018
o32ai_1,3,0.0046
buf_4,3,0.0040
o22ai_1,8,0.0088
nor4b_1,2,0.0031
nor2b_1,6,0.0066
a22oi_1,4,0.0053
a221oi_1,3,0.0046
a31oi_1,6,0.0066
o21ai_0,33,0.029
buf_12,2,0.0070
o211ai_1,2,0.0026
nor3b_1,5,0.0066
mux2i_1,64,0.11
o2111ai_1,6,0.0092
o21a_1,2,0.0026
nand2_1,32,0.021
nor3_1,10,0.0088
dfxtp_1,34,0.12
buf_6,3,0.0059
nand3_1,4,0.0035
xor2_1,6,0.0092
edfxtp_1,60,0.32
o21ai_1,3,0.0026
inv_1,32,0.021
and2_1,2,0.0022
buf_2,6,0.0053
nor4_1,4,0.0044
nor2_1,68,0.045
clkbuf_1,10,0.0066
nand2b_1,6,0.0066
o221ai_1,2,0.0031
and4bb_2,2,0.0044
mux2i_2,3,0.0073
nor4_2,2,0.0044
or3_1,4,0.0044
mux2_2,15,0.030
ha_1,21,0.046
a21o_1,2,0.0026
and3_1,2,0.0022
a21oi_1,30,0.026
o21bai_1,2,0.0026
a211oi_1,8,0.011
-- registers in the layout, indices dropped and copies added (netlist names) --
register,cells
prog_counter_1.q,3
calculator_0.regfile_0.reg_array,60
prog_counter_0.q,3
inst3,1
inst2,11
inst1,5
prog_counter_3.q,3
inst0,5
prog_counter_2.q,3
-- per-stage QoR --
step	cells	instance area, um^2	power, mW	hold WS, ps
2_1_floorplan	559	5690	0.679	450
3_3_place_gp	747	6040	0.732	461
3_5_place_dp	747	6040	0.736	477
4_1_cts	763	6310	1.07	486
5_1_grt	763	6310	1.11	525
6_report	763	6310	1.06	480
-- metal layers --
layer,vias to the layer above,global-route usage
met1,2115,0.325
li1,2096,-
met5,-,0
met4,0,0.0463
met3,31,0.0619
met2,202,0.327
-- cell usage in the layout (no fill, tap or decap), drive strengths merged, types with 3 or more instances in the layout --
| master | n |
|---|---|
| nand3 | 4 |
| ha | 21 |
| dfxtp | 34 |
| xor2 | 6 |
| or3 | 4 |
| a211oi | 9 |
| o2111ai | 6 |
| buf | 18 |
| nor2b | 6 |
| a22oi | 5 |
| clkinvlp | 3 |
| xnor2 | 12 |
| a221oi | 3 |
| nor2 | 68 |
| a31oi | 6 |
| mux2i | 67 |
| mux2 | 16 |
| nor4 | 7 |
| o22ai | 8 |
| nor3 | 10 |
| nand2b | 6 |
| edfxtp | 60 |
| a21oi | 31 |
| nor3b | 5 |
| o21ai | 36 |
| clkbuf | 11 |
| clkdlybuf4s50 | 14 |
| o32ai | 3 |
| inv | 33 |
| nand2 | 33 |
-- kinds of logic after synthesis --
logic type	share of synthesized area
muxes	0.152
AOI/OAI and AO/OA	0.145
xor gates and xnor gates	0.0277
DFF	0.436
adders and majority gates	0.0497
buffers and inverters	0.0499
and+or+nand+nor	0.139
-- final timing paths --
| kind | to |
|---|---|
| min reg2reg | prog_counter_3.q[2] |
| max | calculator_0.regfile_0.reg_array[2][9] |
| min | prog_counter_3.q[2] |
| max reg2reg | calculator_0.regfile_0.reg_array[2][9] |
Power figures rest on the tool's default switching activity, not on a simulated workload.
